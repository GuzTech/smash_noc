==> design/flow/design.v <==
module smash_fifo #(
	parameter ADDR_SIZE = 1,
	parameter DATA_SIZE = 32
) (
	input i_clk, i_rst,
	input  [DATA_SIZE - 1:0] i_data,
	output [DATA_SIZE - 1:0] o_data,
	input                    i_read,
	input                    i_write,
	output                   o_full,
	output                   o_empty
);
	reg [DATA_SIZE - 1:0] mem[0:2 ** (ADDR_SIZE - 1)];
	reg [ADDR_SIZE - 1:0] read_ptr;
	reg [ADDR_SIZE - 1:0] write_ptr;
	reg empty;
	assign o_empty = empty;
	assign o_full  = !empty && (read_ptr == write_ptr);
	assign o_data  = mem[read_ptr];
	always @(posedge i_clk) begin
		if (i_rst) begin
			read_ptr  <= 'd0;
			write_ptr <= 'd0;
			empty     <= 'b1;
		end else begin
			if (i_write && !o_full) begin
				if (i_read && !empty) begin
					mem[write_ptr] <= i_data;
				end else begin
					write_ptr      <= write_ptr + 'd1;
					mem[write_ptr] <= i_data;
					empty          <= 'b0;
				end
			end else if (i_read && !empty) begin
				read_ptr <= read_ptr + 'd1;
				if ((read_ptr + 'd1) == write_ptr) begin
					empty <= 'b1;
				end
			end
		end
	end
endmodule
`timescale 1 ns / 1 ps
module smash_noc #(
	parameter ADDR_SIZE       = 4,
	parameter DATA_SIZE       = 32,
	parameter NUM_ROWS        = 1,
	parameter NUM_COLUMNS     = 1,
	parameter ROUTER_ROW_ADDR = 0,
	parameter ROUTER_COL_ADDR = 0
) (
	input 					 i_clk, i_rst,
	input 					 i_ready_up,
	input [ADDR_SIZE - 1:0]  i_addr_row_up,
	input [ADDR_SIZE - 1:0]  i_addr_col_up,
	input [DATA_SIZE - 1:0]  i_data_up,
	input 					 i_valid_up,
    output reg 				 o_ready_up,
	output 					 o_valid_up,
	output [ADDR_SIZE - 1:0] o_addr_row_up,
	output [ADDR_SIZE - 1:0] o_addr_col_up,
	output [DATA_SIZE - 1:0] o_data_up,
    input 					 i_ready_down,
	input [ADDR_SIZE - 1:0]  i_addr_row_down,
	input [ADDR_SIZE - 1:0]  i_addr_col_down,
	input [DATA_SIZE - 1:0]  i_data_down,
	input 					 i_valid_down,
    output reg 				 o_ready_down,
	output 					 o_valid_down,
	output [ADDR_SIZE - 1:0] o_addr_row_down,
	output [ADDR_SIZE - 1:0] o_addr_col_down,
	output [DATA_SIZE - 1:0] o_data_down,
    input 					 i_ready_left,
	input [ADDR_SIZE - 1:0]  i_addr_row_left,
	input [ADDR_SIZE - 1:0]  i_addr_col_left,
	input [DATA_SIZE - 1:0]  i_data_left,
	input 					 i_valid_left,
    output reg 				 o_ready_left,
	output 					 o_valid_left,
	output [ADDR_SIZE - 1:0] o_addr_row_left,
	output [ADDR_SIZE - 1:0] o_addr_col_left,
	output [DATA_SIZE - 1:0] o_data_left,
    input 					 i_ready_right,
	input [ADDR_SIZE - 1:0]  i_addr_row_right,
	input [ADDR_SIZE - 1:0]  i_addr_col_right,
	input [DATA_SIZE - 1:0]  i_data_right,
	input 					 i_valid_right,
    output reg 				 o_ready_right,
	output 					 o_valid_right,
	output [ADDR_SIZE - 1:0] o_addr_row_right,
	output [ADDR_SIZE - 1:0] o_addr_col_right,
	output [DATA_SIZE - 1:0] o_data_right,
	input 					 pcpi_valid,
	input [31:0] 			 pcpi_insn,
	input [31:0] 			 pcpi_rs1,
	input [31:0] 			 pcpi_rs2,
	output reg 				 pcpi_wr,
	output [31:0] 			 pcpi_rd,
	output reg 				 pcpi_wait,
	output reg				 pcpi_ready
);
	localparam [2:0] DIR_UP     = 3'd0;
	localparam [2:0] DIR_RIGHT  = 3'd1;
	localparam [2:0] DIR_DOWN   = 3'd2;
	localparam [2:0] DIR_LEFT   = 3'd3;
	localparam [2:0] DIR_CENTER = 3'd4;
	reg  [2:0] lane_direction = DIR_UP;
	assign o_valid_up    = ~empty_up;
	assign o_valid_right = ~empty_right;
	assign o_valid_down  = ~empty_down;
	assign o_valid_left  = ~empty_left;
	assign o_data_up    = o_fifo_data_up[DATA_SIZE - 1:0];
	assign o_data_right = o_fifo_data_right[DATA_SIZE - 1:0];
	assign o_data_down  = o_fifo_data_down[DATA_SIZE - 1:0];
	assign o_data_left 	= o_fifo_data_left[DATA_SIZE - 1:0];
	assign pcpi_rd      = o_fifo_data_center[DATA_SIZE - 1:0];
	assign o_addr_row_up     = o_fifo_data_up[ADDR_SIZE + DATA_SIZE - 1:DATA_SIZE];
	assign o_addr_row_right  = o_fifo_data_right[ADDR_SIZE + DATA_SIZE - 1:DATA_SIZE];
	assign o_addr_row_down   = o_fifo_data_down[ADDR_SIZE + DATA_SIZE - 1:DATA_SIZE];
	assign o_addr_row_left 	 = o_fifo_data_left[ADDR_SIZE + DATA_SIZE - 1:DATA_SIZE];
	assign o_addr_row_center = pcpi_rs1[ADDR_SIZE - 1:0];
	assign o_addr_col_up     = o_fifo_data_up[(2 * ADDR_SIZE) + DATA_SIZE - 1:ADDR_SIZE + DATA_SIZE];
	assign o_addr_col_right  = o_fifo_data_right[(2 * ADDR_SIZE) + DATA_SIZE - 1:ADDR_SIZE + DATA_SIZE];
	assign o_addr_col_down   = o_fifo_data_down[(2 * ADDR_SIZE) + DATA_SIZE - 1:ADDR_SIZE + DATA_SIZE];
	assign o_addr_col_left 	 = o_fifo_data_left[(2 * ADDR_SIZE) + DATA_SIZE - 1:ADDR_SIZE + DATA_SIZE];
	assign o_addr_col_center = pcpi_rs2[ADDR_SIZE - 1:0];
	reg write_up, write_down, write_left, write_right, write_center;
	reg read_up, read_down, read_left, read_right, read_center;
	reg [2 * ADDR_SIZE + DATA_SIZE - 1:0] i_fifo_data_up;
	reg [2 * ADDR_SIZE + DATA_SIZE - 1:0] i_fifo_data_down;
	reg [2 * ADDR_SIZE + DATA_SIZE - 1:0] i_fifo_data_left;
	reg [2 * ADDR_SIZE + DATA_SIZE - 1:0] i_fifo_data_right;
	reg [2 * ADDR_SIZE + DATA_SIZE - 1:0] i_fifo_data_center;
	wire [2 * ADDR_SIZE + DATA_SIZE - 1:0] o_fifo_data_up;
	wire [2 * ADDR_SIZE + DATA_SIZE - 1:0] o_fifo_data_down;
	wire [2 * ADDR_SIZE + DATA_SIZE - 1:0] o_fifo_data_right;
	wire [2 * ADDR_SIZE + DATA_SIZE - 1:0] o_fifo_data_left;
	wire [2 * ADDR_SIZE + DATA_SIZE - 1:0] o_fifo_data_center;
	wire full_up, full_down, full_left, full_right, full_center;
	wire empty_up, empty_down, empty_left, empty_right, empty_center;
	wire [15:0] row_addr, col_addr;
	assign row_addr = pcpi_rs2[ADDR_SIZE / 2 - 1:0];
	assign col_addr = pcpi_rs2[ADDR_SIZE - 1:ADDR_SIZE / 2];
	always @(posedge i_clk) begin
		case (lane_direction)
			DIR_UP: begin
				lane_direction <= DIR_RIGHT;
			end
			DIR_RIGHT: begin
				lane_direction <= DIR_DOWN;
			end
			DIR_DOWN: begin
				lane_direction <= DIR_LEFT;
			end
			DIR_LEFT: begin
				lane_direction <= DIR_CENTER;
			end
			DIR_CENTER: begin
				lane_direction <= DIR_UP;
			end
		endcase
	end
	always @(*) begin
		case (lane_direction)
			DIR_UP: begin
				if (i_valid_up) begin
					if (i_addr_row_up == ROUTER_ROW_ADDR &&
						i_addr_col_up == ROUTER_COL_ADDR) begin
						if (!full_center) begin
							write_center       = 'b1;
							i_fifo_data_center = {i_addr_col_up, i_addr_row_up, i_data_up};
							o_ready_up         = 'b1;
						end
					end else if (i_addr_row_up == ROUTER_ROW_ADDR) begin
						if (i_addr_col_up > ROUTER_COL_ADDR) begin
							if (!full_right) begin
								write_right 	  = 'b1;
								i_fifo_data_right = {i_addr_col_up, i_addr_row_up, i_data_up};
								o_ready_up        = 'b1;
							end
						end else begin
							if (!full_left) begin
								write_left       = 'b1;
								i_fifo_data_left = {i_addr_col_up, i_addr_row_up, i_data_up};
								o_ready_up       = 'b1;
							end
						end
					end else if (i_addr_col_up == ROUTER_COL_ADDR) begin
						if (!full_down) begin
							write_down 	     = 'b1;
							i_fifo_data_down = {i_addr_col_up, i_addr_row_up, i_data_up};
							o_ready_up       = 'b1;
						end
					end
				end
			end
			DIR_RIGHT: begin
				if (i_valid_right) begin
					if (i_addr_row_right == ROUTER_ROW_ADDR &&
						i_addr_col_right == ROUTER_COL_ADDR) begin
						if (!full_center) begin
							write_center 	   = 'b1;
							i_fifo_data_center = {i_addr_col_right, i_addr_row_right, i_data_right};
							o_ready_right 	   = 'b1;
						end
					end else if (i_addr_col_right == ROUTER_COL_ADDR) begin
						if (i_addr_row_right > ROUTER_ROW_ADDR) begin
							if (!full_up) begin
								write_up 	   = 'b1;
								i_fifo_data_up = {i_addr_col_right, i_addr_row_right, i_data_right};
								o_ready_right  = 'b1;
							end
						end else begin
							if (!full_down) begin
								write_down 		 = 'b1;
								i_fifo_data_down = {i_addr_col_right, i_addr_row_right, i_data_right};
								o_ready_right    = 'b1;
							end
						end
					end	else begin  
						if (!full_left) begin
							write_left 		 = 'b1;
							i_fifo_data_left = {i_addr_col_right, i_addr_row_right, i_data_right};
							o_ready_right 	 = 'b1;
						end
					end
				end
			end
			DIR_DOWN: begin
				if (i_valid_down) begin
					if (i_addr_row_down == ROUTER_ROW_ADDR &&
						i_addr_col_down == ROUTER_COL_ADDR) begin
						if (!full_center) begin
							write_center       = 'b1;
							i_fifo_data_center = {i_addr_col_down, i_addr_row_down, i_data_down};
							o_ready_down       = 'b1;
						end
					end else if (i_addr_row_down == ROUTER_ROW_ADDR) begin
						if (i_addr_col_down > ROUTER_COL_ADDR) begin
							if (!full_right) begin
								write_right 	  = 'b1;
								i_fifo_data_right = {i_addr_col_down, i_addr_row_down, i_data_down};
								o_ready_down      = 'b1;
							end
						end else begin
							if (!full_left) begin
								write_left       = 'b1;
								i_fifo_data_left = {i_addr_col_down, i_addr_row_down, i_data_down};
								o_ready_down     = 'b1;
							end
						end
					end else if (i_addr_col_down == ROUTER_COL_ADDR) begin
						if (!full_up) begin
							write_up 	   = 'b1;
							i_fifo_data_up = {i_addr_col_down, i_addr_row_down, i_data_down};
							o_ready_down   = 'b1;
						end
					end
				end
			end
			DIR_LEFT: begin
				if (i_valid_left) begin
					if (i_addr_row_left == ROUTER_ROW_ADDR &&
						i_addr_col_left == ROUTER_COL_ADDR) begin
						if (!full_center) begin
							write_center 	   = 'b1;
							i_fifo_data_center = {i_addr_col_left, i_addr_row_left, i_data_left};
							o_ready_left 	   = 'b1;
						end
					end else if (i_addr_col_left == ROUTER_COL_ADDR) begin
						if (i_addr_row_left > ROUTER_ROW_ADDR) begin
							if (!full_up) begin
								write_up 	   = 'b1;
								i_fifo_data_up = {i_addr_col_left, i_addr_row_left, i_data_left};
								o_ready_left   = 'b1;
							end
						end else begin
							if (!full_down) begin
								write_down 		 = 'b1;
								i_fifo_data_down = {i_addr_col_left, i_addr_row_left, i_data_left};
								o_ready_left     = 'b1;
							end
						end
					end	else begin
						if (!full_right) begin
							write_right		  = 'b1;
							i_fifo_data_right = {i_addr_col_left, i_addr_row_left, i_data_left};
							o_ready_left   	  = 1;
						end
					end
				end
			end
			DIR_CENTER: begin
				if (pcpi_valid) begin
				    if (pcpi_insn[31]) begin
                        if (col_addr == ROUTER_COL_ADDR &&
                            row_addr == ROUTER_ROW_ADDR) begin
                        end else if (col_addr == ROUTER_COL_ADDR) begin
                            if (row_addr > ROUTER_ROW_ADDR) begin
                                if (!full_up) begin
                                    write_up 	   = 'b1;
                                    i_fifo_data_up = {pcpi_rs2[ADDR_SIZE - 1:0], pcpi_rs1[ADDR_SIZE - 1:0], pcpi_rd};
                                    pcpi_ready     = 'b1;
                                end
                            end else begin
                                if (!full_down) begin
                                    write_down       = 'b1;
                                    i_fifo_data_down = {pcpi_rs2[ADDR_SIZE - 1:0], pcpi_rs1[ADDR_SIZE - 1:0], pcpi_rd};
                                    pcpi_ready       = 'b1;
                                end
                            end
                        end else if (row_addr == ROUTER_ROW_ADDR) begin
                            if (col_addr > ROUTER_COL_ADDR) begin
                                if (!full_right) begin
                                    write_right 	  = 'b1;
                                    i_fifo_data_right = {pcpi_rs2[ADDR_SIZE - 1:0], pcpi_rs1[ADDR_SIZE - 1:0], pcpi_rd};
                                    pcpi_ready        = 'b1;
                                end
                            end else begin
                                if (!full_left) begin
                                    write_left 	     = 'b1;
                                    i_fifo_data_left = {pcpi_rs2[ADDR_SIZE - 1:0], pcpi_rs1[ADDR_SIZE - 1:0], pcpi_rd};
                                    pcpi_ready       = 'b1;
                                end
                            end
                        end else begin
                        end
                    end else begin
                    end
				end
			end
		endcase
	end
	smash_fifo #(1, (2 * ADDR_SIZE + DATA_SIZE)) lane_fifo_up (
		.i_clk   (i_clk),
		.i_rst   (i_rst),
		.i_write (write_up),
		.i_read  (read_up),
		.i_data  (i_fifo_data_up),
		.o_data  (o_fifo_data_up),
		.o_full  (full_up),
		.o_empty (empty_up)
	);
	smash_fifo #(1, (2 * ADDR_SIZE + DATA_SIZE)) lane_fifo_down (
		.i_clk   (i_clk),
		.i_rst   (i_rst),
		.i_write (write_down),
		.i_read  (read_down),
		.i_data  (i_fifo_data_down),
		.o_data  (o_fifo_data_down),
		.o_full  (full_down),
		.o_empty (empty_down)
	);
	smash_fifo #(1, (2 * ADDR_SIZE + DATA_SIZE)) lane_fifo_left (
		.i_clk   (i_clk),
		.i_rst   (i_rst),
		.i_write (write_left),
		.i_read  (read_left),
		.i_data  (i_fifo_data_left),
		.o_data  (o_fifo_data_left),
		.o_full  (full_left),
		.o_empty (empty_left)
	);
	smash_fifo #(1, (2 * ADDR_SIZE + DATA_SIZE)) lane_fifo_right (
		.i_clk   (i_clk),
		.i_rst   (i_rst),
		.i_write (write_right),
		.i_read  (read_right),
		.i_data  (i_fifo_data_right),
		.o_data  (o_fifo_data_right),
		.o_full  (full_right),
		.o_empty (empty_right)
	);
	smash_fifo #(1, (2 * ADDR_SIZE + DATA_SIZE)) lane_fifo_center (
		.i_clk   (i_clk),
		.i_rst   (i_rst),
		.i_write (write_center),
		.i_read  (read_center),
		.i_data  (i_fifo_data_center),
		.o_data  (o_fifo_data_center),
		.o_full  (full_center),
		.o_empty (empty_center)
	);
endmodule
==> design/flow/run.sh <==
#!/bin/bash
# OpenROAD 26Q1-2900-gdf79404cd8, Yosys 0.63+post, stock flow scripts
make -C /OpenROAD-flow-scripts/flow DESIGN_CONFIG=/design/flow/config.mk WORK_HOME=/design/flow/orfs finish
==> design/flow/config.mk <==
export PLATFORM = sky130hd
export DESIGN_NAME = smash_noc
export DESIGN_NICKNAME = smash_noc
export VERILOG_FILES = /design/flow/design.v
export SDC_FILE = /design/flow/constraint.sdc
export NUM_CORES = 4
export LEC_CHECK = 1
export CORE_AREA = 10 10 279 279
export DIE_AREA = 0 0 289 289
==> design/flow/constraint.sdc <==
current_design smash_noc

set clk_period 16.5
set clk_io_pct 0.2

create_clock -name clk0 -period $clk_period [get_ports {i_clk}]

set non_clock_inputs [all_inputs -no_clocks]
set_input_delay [expr $clk_period * $clk_io_pct] -clock clk0 $non_clock_inputs
set_output_delay [expr $clk_period * $clk_io_pct] -clock clk0 [all_outputs]
==> changes_impl.md <==
### Physical design

- Resized Gates After CTS: 0
- Synth unique cells: 44
- Max Cap Viol: 0
- Initial antenna violation count: 3
- Endpoints left unconstrained: 384
- Crit path DAT: 5120 ps
- Ys cells: 1094
- Synth async-reset ratio: 0
- CP Capture Type: flop
- Layout cell share with drive strength beyond 1: 0.0688
- Outcome: finished, final reports clean
- Top Layout Cells: clkdlybuf4s50_1, edfxtp_1, dlxtn_1, nand2_1, a22oi_1
- Post-cts hold buffer count: 0
- Setup bufs post-CTS: 0
- Synthesized chip area reported by yosys: 0.0133 mm^2
- Logic area: 0.00405 mm^2
- Vias in the first global route: 11700
- GPL Wtd Cong: 0.863
- FMAX: a little under 200 MHz
- Routed length per instance: 25.1 um
- Hold/Removal Path Class: reg2reg
- HPWL Detailed: 41.9 mm
- Crit path top cell by count: buf_4
- Fin crit period: between 5000 and 6000 ps
- DR vias: 11300
- Slew Limit Fails: 0
- Cell count after synthesis: ~1100
- Syn. warnings: 11
- Antenna viol nets, final: 0
- First-pass GRT wire length: roughly 85 mm
- Vias per inst: 4.66
- P&R area growth vs syn: 43.3%
- Final Hold Vio Count: 0
- Die H: 289 um
- Dominant flop cell: edfxtp_1
- Crit start category: input pin
- CP top delay family: buffers and inverters
- Initial DRT Pass Iterations: 6
- VDD IR max: between 0.08 and 0.09 mV
- Worst slew pin tran: 872 ps
- Most frequent logic cell in the layout: clkdlybuf4s50_1
- Drt first-iter violations: around 1000
- Register pins left without a clock: 192
- Die W: 289 um
- Cell Rows: 98
- Syn avg cell area: 12.2 um^2
- Fillers: 7319
- Core area: 0.0716 mm^2
- Post-route clock period utilization: 0.307
- CTS tree: done
- Die Size: 0.0835 mm^2
- Clock skew: between 200 and 250 ps
- Critical path peak fanout: 21
- Cell chain of the critical path: clkdlybuf4s50_1, nor3_2, buf_4, buf_4
- Placed insts: 2369
- Grt ovf: 0
- Setup violations, final: 0
- Clock latency at the later pin of the worst-skew pair: 600 ps
- Pwr dens: 69.7 mW/mm^2
- Floorplan utilization: 0.186
- Total CTS buffers: 27
- Routed WL: ~61 mm
- Fin cells: 2421
- Slowest CP cell: clkdlybuf4s50_1
- Top-level I/O count: 470
- Seq cells post-synth: 397
- GRT Overall Usage: 0.145
- Number of remaining DRC errors: 0
- Longest Clk Path Bufs: 3
- Critical Path RT: 16560 ps
- Critical path type: in2reg
- Number of synthesized flops with an enable pin: 195
- Root buf cell: clkbuf_16
- Buffers on Ports: 371
- WP buf/inv: 3
- Mapped cell area: roughly 0.013 mm^2
- RSZ-0062 raised after global routing: false
- Worst-path clk slew: 200 ps
- Largest net degree at the start of global routing: 61
- Sequential Area: 0.00894 mm^2
- Final setup TNS: 0 ps
- Tool warnings: about 120
- Slowest stage delay, CP: between 700 and 800 ps
- LEAKAGE: 0.00739 uW
- Slew headroom: 0.419
- CTS HTree Levels: 1
==> cell type report <==
| cell class | instances | share of cell area |
|---|---|---|
| Sequential cell | 397 | 0.469 |
| Multi-Input combinational cell | 607 | 0.212 |
| Timing Repair Buffer | 407 | 0.209 |
| Tap cell | 950 | 0.0623 |
| Clock buffer | 32 | 0.0364 |
| Clock inverter | 18 | 0.00945 |
| Inverter | 8 | 0.00171 |
| Antenna cell | 2 | 0.000262 |
==> registers in the layout, indices dropped and copies added, names as in the netlist <==
signal and flops:
i_fifo_data_down 40, i_fifo_data_left 40, i_fifo_data_right 40, i_fifo_data_up 40, lane_fifo_down.mem 40, lane_fifo_left.mem 40, lane_fifo_right.mem 40, lane_fifo_up.mem 40
i_fifo_data_center 32, lane_fifo_center.mem 32, lane_direction 3, lane_fifo_center.empty 1, lane_fifo_center.write_ptr 1, lane_fifo_down.empty 1, lane_fifo_down.write_ptr 1, lane_fifo_left.empty 1
lane_fifo_left.write_ptr 1, lane_fifo_right.empty 1, lane_fifo_right.write_ptr 1, lane_fifo_up.empty 1, lane_fifo_up.write_ptr 1
==> through the flow <==
stage | hold WS, ps | total power (uW) | setup WS, ps | utilization | cell area, um^2
after floorplan | 413 | 628 | 9780 | - | 13300
after global placement | 446 | 739 | 10960 | 0.254 | 18200
after detailed placement | 454 | 739 | 10930 | 0.254 | 18200
after CTS | 464 | 1350 | 11400 | 0.266 | 19100
after global routing | 491 | 1380 | 11330 | 0.266 | 19100
final | 460 | 1330 | 11440 | 0.266 | 19100
==> routing by layer <==
metal  up-vias  share of wire  track usage  wire length, um
li1       4870              -            -                -
met1      5441           0.38        0.178            23000
met2       817           0.46        0.233            28200
met3       145           0.13       0.0675             7870
met4         4          0.028       0.0334             1680
met5         -        0.00038            0               23
==> final timing paths <==
check	startpoint	to	slack [ps]	cells past startpoint
worst max-delay path	i_rst	lane_fifo_right.mem[0][18]	11440	4
worst min-delay path	lane_fifo_right.write_ptr	lane_fifo_right.write_ptr	460	1
worst max register to register	lane_direction[0]	lane_direction[1]	14070	5
worst min register to register	lane_fifo_right.write_ptr	lane_fifo_right.write_ptr	460	1
==> where the power goes <==
part	switching (uW)	internal [uW]	total, uW
Combinational	53.3	71.2	125
Sequential	10.1	593	604
Clock	254	348	601
==> worst register-to-register path, cell delays in order, from the launching register on <==
cell and delay (ps):
edfxtp_1 320, buf_4 400, buf_4 650, xor2_1 230, nand2_1 490, inv_1 80
==> cell families (layout without fill, tap and decap cells) <==
| group | Yosys count | in the layout | share of synthesized area |
|---|---|---|---|
| other cells | 2 | 9 | 0.000564 |
| compound gates | 368 | 368 | 0.210 |
| latches | 192 | 192 | 0.216 |
| simple gates | 215 | 215 | 0.0703 |
| flops | 205 | 205 | 0.455 |
| xor+xnor | 1 | 1 | 0.000658 |
| buf+inv | 95 | 465 | 0.0345 |
| mux | 16 | 16 | 0.0120 |
==> synthesized netlist by cell type (2+ instances only) <==
| master | number | share of area |
|---|---|---|
| o2bb2ai_1 | 24 | 0.016 |
| nor2_1 | 68 | 0.019 |
| buf_1 | 4 | 0.0011 |
| a22oi_1 | 86 | 0.049 |
| nand4_1 | 5 | 0.0023 |
| mux2i_1 | 16 | 0.012 |
| a22o_1 | 8 | 0.0053 |
| buf_2 | 35 | 0.013 |
| buf_4 | 9 | 0.0051 |
| nand3_1 | 13 | 0.0049 |
| o41ai_1 | 2 | 0.0013 |
| o31ai_1 | 2 | 0.0011 |
| a21o_1 | 81 | 0.046 |
| clkbuf_1 | 36 | 0.010 |
| or2_2 | 2 | 0.00094 |
| inv_1 | 7 | 0.0020 |
| nand2_1 | 98 | 0.028 |
| a21boi_0 | 24 | 0.014 |
| dfxtp_1 | 10 | 0.015 |
| dlxtn_1 | 192 | 0.22 |
| nand4b_1 | 2 | 0.0013 |
| o21ai_0 | 47 | 0.018 |
| nor3_1 | 9 | 0.0034 |
| edfxtp_1 | 195 | 0.44 |
| buf_6 | 3 | 0.0025 |
| a21oi_1 | 8 | 0.0030 |
| a221o_1 | 58 | 0.044 |
| nor4_1 | 8 | 0.0038 |
| a222oi_1 | 6 | 0.0045 |
| conb_1 | 2 | 0.00056 |
| nor2b_1 | 2 | 0.00094 |
| a31oi_1 | 19 | 0.0089 |
| nor3b_1 | 2 | 0.0011 |
No activity file was given, so power comes from the tool's default toggle rates.
